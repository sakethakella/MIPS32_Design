**/design/flow/run.sh**
```bash
#!/bin/bash
# OpenROAD 26Q1-2900-gdf79404cd8, Yosys 0.63+post, stock flow scripts
make -C /OpenROAD-flow-scripts/flow DESIGN_CONFIG=/design/flow/config.mk WORK_HOME=/design/flow/orfs finish
```
**/design/flow/constraint.sdc**
```tcl
current_design instruction_decode

set clk_period 7.8
set clk_io_pct 0.2

create_clock -name clk0 -period $clk_period [get_ports {clk}]

set non_clock_inputs [all_inputs -no_clocks]
set_input_delay [expr $clk_period * $clk_io_pct] -clock clk0 $non_clock_inputs
set_output_delay [expr $clk_period * $clk_io_pct] -clock clk0 [all_outputs]
```
**/design/flow/design.v**
```verilog
module instruction_decode (
    input  wire        clk,
    input  wire [31:0] instruction,
    input  wire        write_data12,        
    input  wire [4:0]  write_address1,      
    input  wire [31:0] write_data1,         
    output wire [107:0] id_ex                
);
    wire [5:0]  opcode = instruction[31:26];
    wire [4:0]  rs     = instruction[25:21];
    wire [4:0]  rt     = instruction[20:16];
    wire [4:0]  rd     = instruction[15:11];
    wire [15:0] imm    = instruction[15:0];
    wire [31:0] reg_data1, reg_data2;
    register_bank rf (
        .clk        (clk),
        .reset      (1'b0),
        .read_reg1  (rs),
        .read_reg2  (rt),
        .write_reg  (write_address1),
        .write_data (write_data1),
        .reg_write  (write_data12),
        .read_data1 (reg_data1),
        .read_data2 (reg_data2)
    );
    wire [31:0] imm_extended;
    sign_extension se(
        .a(imm),
        .b(imm_extended)
    );
    wire is_r_type = (opcode >= 6'b000000 && opcode <= 6'b000101);
    wire [4:0] dest_reg = is_r_type ? rd : rt;
    wire [31:0] b_val    = is_r_type ? reg_data2 : imm_extended;
    wire [107:0] id_ex_temp = {
        opcode,
        reg_data1,
        b_val,
        dest_reg,
        is_r_type,
        32'd0
    };
    master_slave_register2 #(.WIDTH(108)) id_ex_reg (
        .clk     (clk),
        .datain  (id_ex_temp),
        .dataout (id_ex)
    );
endmodule
module register_bank (
    input  wire        clk,
    input  wire        reset,
    input  wire [4:0]  read_reg1,
    input  wire [4:0]  read_reg2,
    input  wire [4:0]  write_reg,
    input  wire [31:0] write_data,
    input  wire        reg_write,
    output wire [31:0] read_data1,
    output wire [31:0] read_data2
);
    reg [31:0] regs [31:0];
    integer i;
    assign read_data1 = regs[read_reg1];
    assign read_data2 = regs[read_reg2];
    always @(posedge clk or posedge reset) begin
        if (reset) begin
            for (i = 0; i < 32; i = i + 1)
                regs[i] <= 32'd0;
        end else begin
            regs[0] <= 32'd0;
            if (reg_write && write_reg != 5'd0)
                regs[write_reg] <= write_data;
        end
    end
endmodule
module master_slave_register2 #(
    parameter WIDTH = 1
)(
    input  wire             clk,
    input  wire [WIDTH-1:0] datain,
    output reg  [WIDTH-1:0] dataout
);
    reg [WIDTH-1:0] tmp;
    always @(posedge clk) tmp     <= datain;
    always @(negedge clk) dataout <= tmp;
endmodule
module sign_extension(
    input  wire [15:0] a,
    output wire [31:0] b
);
    assign b = {{16{a[15]}}, a};
endmodule
```
**/design/flow/config.mk**
```make
export PLATFORM = sky130hd
export DESIGN_NAME = instruction_decode
export DESIGN_NICKNAME = instruction_decode
export VERILOG_FILES = /design/flow/design.v
export SDC_FILE = /design/flow/constraint.sdc
export NUM_CORES = 4
export LEC_CHECK = 1
export CORE_UTILIZATION = 30
```
==> qor.csv <==
stage;metric;value;unit
worst_setup_path;crit path DAT;5.45;ns
floorplan;Ports;179;
power;Reg power frac;48.4;%
power;Design Power;14.58;mW
clock_tree;TritonCTS buffer count;135;
worst_setup_path;Crit. End Element;primary output;
global_route;initial antenna violation count;16;
final_timing;setup_tns;0;ns
global_route;global-route wire length before repair;317200;um
floorplan;FP Core Util;30.37;%
placed_design;Port Buffer Count;146;
worst_setup_path;flop-to-flop setup slack;3.26;ns
final_timing;Slew HR;21.15;%
yosys;count leader, synth;edfxtp_1;
clock_tree;Post-CTS Setup Bufs;0;
detailed_routing;vias;38520;
final_timing;final worst setup slack;0.7857;ns
clock_tree;CTS tree;yes;
yosys;Seq/Total Area, Yosys;71.14;%
floorplan;core footprint;154900;um^2
yosys;Yosys reg bits;1176;
worst_setup_path;Data required, critical path;6.24;ns
yosys;largest area contributor in the netlist;edfxtp_1;
worst_setup_path;CP bufs+invs;1;
final_layout;fill count;14420;
worst_setup_path;total stage count of the critical path;1;
worst_setup_path;critical-path cell list;clkdlybuf4s50_1;
yosys;EDFF count, synth;992;
clock_tree;clk buf depth;3;
worst_setup_path;Crit Path Class;reg -> out;
worst_setup_path;Setup crit end;id_ex[72];
power;Logic pwr share;5.7;%
power;Switch Pwr;3.506;mW
final_timing;final hold vios;0;
worst_setup_path;CP max FO;1;
clock_tree;# H-tree levels;4;
final_layout;Synth-to-Final Area Change;21.09;%
yosys;ys flop type;edfxtp_1;
yosys;Top logic family;AND-OR/OR-AND gates;
final_layout;layout cells sized above 1;13.63;%
final_timing;final hold slack;0.4903;ns
detailed_routing;first-pass iteration count of the detailed router;7;
clock_tree;post_cts resized;0;
floorplan;Die Ht;398.0;um
yosys;yosys cell count;3398;
power;Clk pwr share;45.9;%
worst_setup_path;reg2reg end;id_ex_reg.dataout[91];
detailed_routing;DR WL/cell;40.05;um
global_route;grt total ovfl;0;
final_timing;worst slew pin tran;1.180;ns
detailed_routing;remaining antenna violation count after routing;0;
final_timing;Setup-failing EPs final;0;
final_timing;Fin Clk Skew;0.05112;ns
floorplan;Die Wd;398.0;um
yosys;Yosys chip area;47050;um^2
yosys;Largest type area fraction;63.31;%
power;Peak supply drop;0.2545;mV
placed_design;GPL Wtd Cong;1.032;
global_route;largest net degree at the start of global routing;36;
placed_design;dpl hpwl;134100;um
worst_setup_path;FF-to-FF Start;id_ex_reg.tmp[91];
clock_tree;clock transition at the registers of the reported paths;0.05;ns
detailed_routing;wire length on met2;93580;um
yosys;Adder Area Share;0;%
detailed_routing;met3 WL post-DR;52620;um
hold_path;HP Class;reg -> reg;
yosys;post-synthesis xor/xnor area fraction;0;%
clock_tree;CTS Hold Buffers Added;0;
yosys;yosys warns;3;
final_timing;RSZ-0062 raised after global routing;false;
yosys;Mux cell area share;0.06648;%
detailed_routing;DRT Wirelength;236900;um
job;maxcap violations;0;
job;OpenROAD warnings;103;
clock_tree;clock latency (worst-skew pair);0.82;ns
final_layout;fin area;56980;um^2
yosys;Synth async-reset ratio;0;%
power;Pwr per Cell Area;255.8;nW/um^2
global_route;number of global-route vias before repair;39380;
clock_tree;Clock Sinks;1176;
run_status;outcome;finished clean;
global_route;gr usage total;31.23;%
worst_setup_path;nature of the critical path startpoint;flip-flop;
detailed_routing;DRC;0;
worst_setup_path;Crit. Startpoint;id_ex_reg.dataout[72];
clock_tree;CTS Root Cell;clkbuf_16;
worst_setup_path;Crit path max-delay family;buffers and inverters;
placed_design;pre-CTS worst setup slack;1.586;ns
yosys;Synth top cells by count;992 x edfxtp_1, 829 x a22oi_1, 254 x nand2_1, 184 x dfxtp_1, 129 x clkbuf_1;
detailed_routing;Initial DRC Count;4130;
yosys;yosys simple share;8.810;%
power;Int Pwr;11.07;mW
floorplan;Rows;144;
worst_setup_path;Largest stage delay, worst path;0.46;ns
detailed_routing;M1 wire length;68200;um
power;P_leak;19.16;nW
final_layout;Seq. cell area;33470;um^2
final_timing;Slew Limit Fails;0;
placed_design;Placed Area;52130;um^2
worst_setup_path;Worst path slowest cell;clkdlybuf4s50_1;
final_layout;Logic cell area;13080;um^2
yosys;Mapped Avg Cell Area;13.85;um^2
yosys;Cell area leaders;edfxtp_1 63%, a22oi_1 13%, dfxtp_1 7.8%;
detailed_routing;vias per cell;6.514;
floorplan;chip area;158400;um^2
detailed_routing;Top Layer Used;met5;
yosys;Mapped Area;47050;um^2
yosys;Gate Count Post-Synth;3398;
yosys;post-synthesis cell type count;64;
worst_setup_path;Worst Reg2Reg Path Length in Cells;0;
power;sw frac;24.06;%
yosys;ao+oa area frac;17.09;%
## power by group through the flow
stage / Clock, mW / Sequential (mW) / Combinational (mW)
CTS: 6.73 / 7.06 / 0.782
global route: 6.99 / 7.07 / 0.845
finish: 6.69 / 7.06 / 0.832
## cells in the final DEF (no fill, tap or decap), types with 8 or more instances in the layout
cell / n
nor4_1: 48
nand4_1: 108
nand2_1: 253
inv_1: 86
clkbuf_1: 28
nor2_4: 84
nand3_1: 71
nor2b_1: 13
clkdlybuf4s50_1: 141
a22oi_1: 829
dfxtp_1: 184
a31oi_1: 8
nand3b_1: 9
a222oi_1: 8
a221oi_1: 18
nor2_1: 56
a2111oi_0: 21
bufinv_16: 10
nand2b_1: 10
o22ai_1: 15
conb_1: 64
diode_2: 10
clkinv_1: 11
clkbuf_16: 142
buf_4: 204
and3_1: 65
clkinv_2: 15
a22o_1: 16
edfxtp_1: 992
o21ai_0: 38
nor3_2: 9
clkinv_4: 9
nor3_1: 51
a21oi_1: 112
## layer usage
layer	vias up	GRT usage [%]
li1	14490	-
met1	17940	29.81
met2	4571	40.66
met3	1449	30.44
met4	73	19.15
met5	-	11.20
## area by class of cell
| type | count | area share [%] |
|---|---|---|
| inverter | 12 | 0.07906 |
| tap | 2044 | 4.489 |
| timing repair buffer | 350 | 5.209 |
| clock inverter | 146 | 1.928 |
| multi-input combinational | 2001 | 22.96 |
| sequential | 1176 | 58.75 |
| antenna | 10 | 0.04392 |
| clock buffer | 175 | 6.542 |
## how the worst min path moves through the flow
stage / slack, ns / cells past startpoint / endpoint / from
after CTS: 0.49 / 2 / id_ex_reg.tmp[75] / rf.regs[0][5]
after global routing: 0.52 / 2 / id_ex_reg.tmp[78] / rf.regs[0][8]
final: 0.49 / 2 / id_ex_reg.tmp[78] / rf.regs[0][8]
## cells by family (layout without fill, tap and decap cells)
| kind of cell | Yosys count | after routing |
|---|---|---|
| DFF | 1176 | 1176 |
| muxes | 3 | 3 |
| buffers and inverters | 284 | 683 |
| other | 1 | 74 |
| and+or+nand+nor | 826 | 826 |
| AOI/OAI and AO/OA | 1108 | 1108 |
## per-stage QoR
stage / util (%) / std cells
finish: 36.77 / 5914
global route: 36.76 / 5905
CTS: 36.75 / 5904
detailed placement: 33.64 / 5584
global placement: 33.64 / 5584
floorplan: - / 3461
## flip-flops by register name (all words and copies together) (netlist names)
register,count
id_ex_reg.dataout,76
id_ex_reg.tmp,76
rf.regs,1024
Power and IR drop assume default switching activity.
